--- flow/run.sh ---
#!/bin/bash
# OpenROAD 26Q1-2900-gdf79404cd8, Yosys 0.63+post, stock flow scripts
make -C /OpenROAD-flow-scripts/flow DESIGN_CONFIG=/design/flow/config.mk WORK_HOME=/design/flow/orfs finish
--- flow/config.mk ---
export PLATFORM = sky130hd
export DESIGN_NAME = montgomery_top
export DESIGN_NICKNAME = montgomery_top
export VERILOG_FILES = /design/flow/design.v
export SDC_FILE = /design/flow/constraint.sdc
export NUM_CORES = 4
export LEC_CHECK = 1
export CORE_UTILIZATION = 50
--- flow/constraint.sdc ---
current_design montgomery_top

set clk_period 15.3
set clk_io_pct 0.2

create_clock -name clk0 -period $clk_period [get_ports {clk}]

set non_clock_inputs [all_inputs -no_clocks]
set_input_delay [expr $clk_period * $clk_io_pct] -clock clk0 $non_clock_inputs
set_output_delay [expr $clk_period * $clk_io_pct] -clock clk0 [all_outputs]
--- flow/design.v ---
module montgomery_multiply #(
    parameter [11:0]    N = 3329        ,
    parameter [12:0]    R = 12          ,
    parameter [12:0]    N_prime = 3327  ,
    parameter [12:0]    R_sq_modN = 2385
)
(
    input                   clk     ,
    input                   rst_n   ,
    input                   en      ,
    input    [11:0]         a       ,
    input    [11:0]         b       ,
    output   [11:0]         result  ,
    output                  valid
);
reg     [23:0]              A1;
reg     [23:0]              B1;
wire    [14:0]              a_mont;
wire    [14:0]              b_mont;
wire                        a_mont_valid;
wire                        b_mont_valid;
reg  [3:0]   en_delay_reg ;
wire         en_delay_1;
always @(posedge clk)begin	
    if(!rst_n)
        en_delay_reg <= 4'd0;
    else if(en == 1'b1)
        en_delay_reg <= {en_delay_reg[2:0],en};
    else
        en_delay_reg <= {en_delay_reg[2:0],1'b0};
end
assign en_delay_1 = en_delay_reg[0] ;
always@(posedge clk)begin
    if(!rst_n)begin
        A1 <= 24'b0;
        B1 <= 24'b0;
    end
    else if(en)begin
        A1 <= a * R_sq_modN;
        B1 <= b * R_sq_modN;
    end
end
montgomery_reduce #(
    .N          (N),
    .R          (R),
    .N_prime    (N_prime)
)
montgomery_reduce_A1
(
    .clk     (clk           ),
    .rst_n   (rst_n         ),
    .en      (en_delay_1    ),
    .X       ({2'b0, A1}    ), 
    .y       (a_mont        ),
    .valid   (a_mont_valid  )
);
montgomery_reduce #(
    .N          (N),
    .R          (R),
    .N_prime    (N_prime)
)
montgomery_reduce_B1
(
    .clk     (clk           ),
    .rst_n   (rst_n         ),
    .en      (en_delay_1    ),
    .X       ({2'b0, B1}    ), 
    .y       (b_mont        ),
    .valid   (b_mont_valid  )
);
reg         [25:0]      X_mul_ab;
reg                     X_mul_ab_valid;
always@(posedge clk)begin
    if(!rst_n)begin 
        X_mul_ab <= 26'b0;
        X_mul_ab_valid <= 1'b0;
    end
    else if(a_mont_valid & b_mont_valid)begin
        X_mul_ab <= a_mont * b_mont;
        X_mul_ab_valid <= a_mont_valid && b_mont_valid;
    end
    else begin 
        X_mul_ab_valid <= a_mont_valid && b_mont_valid;
    end
end
wire     [14:0]     X_out;
wire                X_out_valid;
montgomery_reduce #(
    .N          (N),
    .R          (R),
    .N_prime    (N_prime)
)
montgomery_reduce_X
(
    .clk     (clk           ),
    .rst_n   (rst_n         ),
    .en      (X_mul_ab_valid),
    .X       (X_mul_ab      ), 
    .y       (X_out         ),
    .valid   (X_out_valid   )
);
wire     [14:0]     X1_out;
wire                X1_out_valid;
montgomery_reduce #(
    .N          (N),
    .R          (R),
    .N_prime    (N_prime)
)
montgomery_reduce_X1
(
    .clk     (clk           ),
    .rst_n   (rst_n         ),
    .en      (X_out_valid   ),
    .X       ({11'b0, X_out}), 
    .y       (X1_out        ),
    .valid   (X1_out_valid  )
);
assign result = X1_out;
assign valid = X1_out_valid;
endmodule
module montgomery_reduce #(
    parameter [11:0]    N = 3329        ,
    parameter [12:0]    R = 12          ,
    parameter [12:0]    N_prime = 3327  
)
(
    input                   clk     ,
    input                   rst_n   ,
    input                   en      ,
    input    [25:0]         X       , 
    output   [14:0]         y       ,
    output                  valid
);
reg     [25:0]      X_delay_1       ;
reg     [25:0]      X_delay_2       ;
always@(posedge clk)begin
    if(!rst_n)begin
        X_delay_1 <= 26'b0;
        X_delay_2 <= 26'b0;
    end
    else begin
        X_delay_1 <= X;
        X_delay_2 <= X_delay_1;
    end
end
reg  [3:0]   valid_delay_reg;  
always @(posedge clk)begin	
    if(!rst_n)
        valid_delay_reg <= 4'd0;
    else if(en == 1'b1)
        valid_delay_reg <= {valid_delay_reg[2:0],en};
    else
        valid_delay_reg <= {valid_delay_reg[2:0],1'b0};
end
assign valid = valid_delay_reg[3];  
reg     [11:0]      m               ;
reg     [23:0]      m_mul_N         ;
reg     [26:0]      X_plus_mul      ;
reg     [14:0]      result_reduce   ;
always@(posedge clk)begin
    if(!rst_n)begin
        m <= 12'b0;
        m_mul_N <= 24'b0;
        X_plus_mul <= 27'b0;
        result_reduce <= 15'b0;
    end
    else if(en || valid_delay_reg[2])begin
        m <= X * N_prime;
        m_mul_N <= m * N;
        X_plus_mul <= X_delay_2 + m_mul_N;
        result_reduce <= X_plus_mul >> R;
    end
end
assign y = (result_reduce < N) ? result_reduce : result_reduce - N;
endmodule
module montgomery_top#(
    parameter [11:0]    N = 3329        ,
    parameter [12:0]    R = 12          ,
    parameter [12:0]    N_prime = 3327  ,
    parameter [12:0]    R_sq_modN = 2385
)
(
    input           clk     ,
    input           rst_n   ,
    input           en      ,
    input   [11:0]  a       ,
    input   [11:0]  b       ,
    output          busy    ,
    output          done    ,
    output  [11:0]  r       
);
montgomery_multiply #(
    .N          (N          ),
    .R          (R          ),
    .N_prime    (N_prime    ),
    .R_sq_modN  (R_sq_modN  )
)
u_montgomery_multiply
(
    .clk     (clk       ),
    .rst_n   (rst_n     ),
    .en      (en        ),
    .a       (a         ),
    .b       (b         ),
    .result  (r         ),
    .valid   (done      )
);
assign busy = en || done;
endmodule
==> run summary <==
yosys + openroad results -> worst min-delay path class=register to register, PwrDens=98.1 mW/mm^2, # resized after CTS=0, Synth Cell Area=0.0420 mm^2, diodes inserted=0, count leader, synth=ha_1, critical path's slowest cell=xnor2_1, row cnt=105, htree depth=2, Startpoint Class=register, RSZ-0062 raised after global routing=no, R2R setup slack=6930 ps, Setup Total Neg Slack=0 ps, Hold WS=419 ps, Commonest flop=dfxtp_1, count of final hold-check violations=0, critical path's largest stage delay=750 ps, Via density=5.03, CP max FO=9, initial antenna violation count=0, crit path time final=8370 ps, most area-hungry cell type in the Yosys netlist=dfxtp_1, FP Core Util=50.8%, clock sink total=518, DRT antenna net count=0, clk slew on worst S/H paths=60 ps, Synth top area share=24.7%, All-Layer GR Usage=20.6%, max cap viols=0, # hold bufs at CTS=0, average size of a mapped cell=9.07 um^2, clk root buf=clkbuf_16, first-pass GRT wire length=139,000 um, Die Span Y=292 um, total CTS buffers=58, via count=28,900, Max-slew headroom=38.4%, post-synth cell types=75, Core Region=0.0826 mm^2, die width=292 um, biggest regs=u_montgomery_multiply.X_mul_ab x26, u_montgomery_multiply.montgomery_reduce_X.X_delay_1 x26, u_montgomery_multiply.montgomery_reduce_X.X_delay_2 x26, Worst IR Drop VDD=0.0909 mV, grt ovf=0, number of enable flip-flop cells=0, Tcrit/Tclk final=54.7%, status=completed, postcts setup bufs=0, DP HPWL=62,300 um, main area contributors=dfxtp_1, ha_1, fa_1, yosys cell count=4,630, met3 GRT Util=3.50%, cells after synthesis=4,630, wire per inst=13.9 um, Critical Path AT=8890 ps, DRC viols=0, Synth top cells by count=ha_1, inv_1, dfxtp_1, Worst Skew=28.1 ps, clk buf depth=3, Clk Latency, worst-skew pair=610 ps, Final Slew Violations=0, Synth Register Bits=518, initial DRC count=966, Placer Congestion=0.904, synth warn=2, TritonCTS clock tree=yes, IO Pins=41, Worst-Margin Slew=917 ps, global-route track usage on met1=31.5%, die area=0.0851 mm^2, Total Wirelength=79,800 um, yosys stat area=0.0420 mm^2, total iterations of the first detailed-routing run=6, FFs w/ async S/R, synth=0%, vias in the first global route=28,600, CP Data Required Time=15,820 ps, fraction of layout cells with a size suffix above 1=3.54%, Area Growth Syn to Fin=8.36%, largest net degree at the start of global routing=88, Pleak=22.7 nW, crit end category=register, start-to-end type of the worst setup path=register to register, Final setup viols=0, Synth Seq Share=24.7%, gr busiest metal=met2, fmax=119 MHz, GR Util met2=32.9%, # port buffers=40, OpenROAD warnings=33
report_power, final:
group          total (mW)  switching, mW  internal [mW]
sequential           1.51         0.0699           1.44
combinational        1.50          0.806          0.696
clock                1.45          0.576          0.877
layer usage:
layer	vias up	wire, um
met3	82	3030
met2	342	36600
li1	15100	-
met5	-	0
met1	13400	38900
met4	0	1300
layout make-up:
cell class / instances / area, um^2
sequential: 518 / 10400
fill: 7353 / 37100
multi-input combinational: 3312 / 28600
timing repair buffer: 73 / 644
clock buffer: 72 / 1550
clock inverter: 33 / 453
inverter: 676 / 2540
tap: 1070 / 1340
per-stage QoR:
stage	setup WS [ps]	cells	power, mW	util (%)	cell area (um^2)
finish	6930	5754	4.46	55.1	45500
global route	6480	5754	4.84	55.1	45500
CTS	6860	5754	4.53	55.1	45500
detailed placement	6860	5649	3.05	52.6	43500
global placement	7010	5649	3.06	52.6	43500
floorplan	7560	4652	2.76	-	42100
critical path, delay by kind of cell (launching register included):
| family | cells | cell delay [ps] |
|---|---|---|
| compound gates | 7 | 1890 |
| flops | 1 | 360 |
| xor+xnor | 1 | 750 |
| buf+inv | 4 | 170 |
| simple gates | 8 | 2280 |
| fa+ha+maj | 7 | 2860 |
cell usage in the layout, fill, tap and decap left out, types with 14 or more instances in the layout:
| master | count |
|---|---|
| ha_1 | 690 |
| inv_1 | 675 |
| dfxtp_1 | 518 |
| nand2_1 | 516 |
| fa_1 | 354 |
| a21oi_1 | 332 |
| nor2_1 | 268 |
| and2_1 | 196 |
| xnor2_1 | 183 |
| o21ai_0 | 96 |
| xor2_1 | 79 |
| nand3_1 | 70 |
| a21o_1 | 61 |
| clkbuf_16 | 58 |
| mux2i_1 | 49 |
| nor3_1 | 42 |
| clkdlybuf4s50_1 | 38 |
| buf_4 | 33 |
| o21bai_1 | 29 |
| nand2b_1 | 27 |
| a211oi_1 | 26 |
| nor2b_1 | 25 |
| conb_1 | 24 |
| or3_1 | 22 |
| o21a_1 | 18 |
| o211ai_1 | 15 |
| nand4_1 | 14 |
cell families (layout without fill, tap and decap cells):
family	count (synthesis)	count (layout)	share of synthesized area, %
AOI/OAI and AO/OA	665	665	9.55
xor gates and xnor gates	263	263	5.52
adders and majority gates	1044	1044	37.4
buffers and inverters	822	854	7.46
DFF	518	518	24.7
muxes	53	53	1.30
other	2	24	0.0179
and+or+nand+nor	1263	1263	14.0
final timing paths:
path | from | end | cells after the start
min | register | register | 1
max | register | u_montgomery_multiply.X_mul_ab[25]$_SDFFE_PN0P_ | 27
max reg2reg | register | u_montgomery_multiply.X_mul_ab[25]$_SDFFE_PN0P_ | 27
min reg2reg | register | register | 1
Power is estimated from default activity; no workload was simulated.
